File: flow/constraint.sdc
current_design ctrl

set clk_period 3.6
set clk_io_pct 0.2

create_clock -name clk0 -period $clk_period

set non_clock_inputs [all_inputs -no_clocks]
set_input_delay [expr $clk_period * $clk_io_pct] -clock clk0 $non_clock_inputs
set_output_delay [expr $clk_period * $clk_io_pct] -clock clk0 [all_outputs]
File: flow/config.mk
export PLATFORM = sky130hd
export DESIGN_NAME = ctrl
export DESIGN_NICKNAME = ctrl
export VERILOG_FILES = /design/flow/design.v
export SDC_FILE = /design/flow/constraint.sdc
export NUM_CORES = 4
export LEC_CHECK = 1
export CORE_AREA = 10 10 70 70
export DIE_AREA = 0 0 80 80
File: flow/design.v
`timescale 1ns / 1ps
module ctrl(
    input [5:0] OpCode,
    input [5:0] Funct,
    output [1:0] RegDst,
    output ALUSrc,
    output [1:0] DataSrc,
    output RegWrite,
    output MemWrite,
    output [1:0] NPC_Sel,
    output [1:0] ExtOp,
    output [2:0] ALUOp
    );
	assign nop = (OpCode == 6'b000000 && Funct == 6'b000000) ? 1 : 0;
	assign jr = (OpCode == 6'b000000 && Funct == 6'b001000) ? 1 : 0;
	assign addu = (OpCode == 6'b000000 && Funct == 6'b100001) ? 1 : 0;
	assign subu = (OpCode == 6'b000000 && Funct == 6'b100011) ? 1 : 0;
	assign slt = (OpCode == 6'b000000 && Funct == 6'b101010) ? 1 : 0;
	assign beq = (OpCode == 6'b000100) ? 1 : 0;
	assign addiu = (OpCode == 6'b001001) ? 1 : 0;
	assign ori = (OpCode == 6'b001101) ? 1 : 0;
	assign lui = (OpCode == 6'b001111) ? 1 : 0;
	assign lw = (OpCode == 6'b100011) ? 1 : 0;
	assign sw = (OpCode == 6'b101011) ? 1 : 0;
	assign j = (OpCode == 6'b000010) ? 1 : 0;
	assign jal = (OpCode == 6'b000011) ? 1 : 0;
	assign NPC_Sel = (nop + addu + subu + slt + addiu + ori + lui + lw + sw) ? 2'b00 :
	                 (j + jal) ? 2'b01 :
						  (beq) ? 2'b10 :
						  (jr) ? 2'b11 :
						  2'bxx;
	assign NPCOp = (j + jal) ? 1'b1 :
	               (beq) ? 1'b0 :
						1'bx;
	assign ExtOp = (ori) ? 2'b00 :
	               (addiu + lw + sw) ? 2'b01 :
						(lui) ? 2'b10 :
						2'bxx;
	assign ALUSrc = (jr + addu + subu + slt + beq) ? 1'b0 :
	                (addiu + ori + lui + lw + sw) ? 1'b1 :
						 1'bx;
	assign ALUOp = (addu + addiu + lw + sw) ? 3'b001 :
	               (subu + beq) ? 3'b010 :
						(jr + ori) ? 3'b100 :
						(slt) ? 3'b110 :
						(lui) ? 3'b111 :
						3'bxxx;
	assign MemWrite = (nop + jr + addu + subu + slt + beq + addiu + ori + lui + lw + j + jal) ? 1'b0 :
	                  (sw) ? 1'b1 :
							1'bx;
	assign RegDst = (addu + subu + slt) ? 2'b00 :
	                (addiu + ori + lui + lw) ? 2'b01 :
						 (jal) ? 2'b10 :
						 2'bxx;
	assign DataSrc = (addu + subu + slt + addiu + ori + lui) ? 2'b00 :
	                 (lw) ? 2'b01 :
						  (jal) ? 2'b10 :
						  2'bxx;
	assign RegWrite = (nop + jr + beq + sw + j) ? 1'b0 :
	                  (addu + subu + slt + addiu + ori + lui + lw + jal) ? 1'b1 :
							1'bx;
endmodule
File: flow/run.sh
#!/bin/bash
# OpenROAD 26Q1-2900-gdf79404cd8, Yosys 0.63+post, stock flow scripts
make -C /OpenROAD-flow-scripts/flow DESIGN_CONFIG=/design/flow/config.mk WORK_HOME=/design/flow/orfs finish
==> metrics.yaml <==
flow_run:
  warning_count: 32
  drv_cap: 0
timing:
  drv_slew: 0
  worst_pin_slew_ps: 317
  fin_ws_ps: 183
  setup_tns_ps: 0
  setup_violations: 0
  relSlewSlack_pct: 78.8
  fin_crit_ps: 3420
  rsz0062_at_grt: "false"
  fmax_mhz: 293
  hold_viol: 0
  finalCritPeriodShare_pct: 94.9
setup_path:
  criticalPathCategory: "in -> out"
  required_ps: 2880
  start_kind: "input port"
  slowest_delay_ps: 560
  crit_family: "buffers and inverters"
  cp_max_fo: 10
  crit_top_cell: "clkdlybuf4s50_1"
  worstPathCellList: "clkdlybuf4s50_1 -> or3_4 -> nor4_4 -> and2b_1 -> a311oi_1 -> clkdlybuf4s50_1"
  critPathBufInv: 2
  critical_path.slowest_cell: "clkdlybuf4s50_1"
  end_kind: "output pin"
  crit_arrival_ps: 2700
synth:
  ys_area_um2: 413
  syn_avg_cell_area_um2: 6.26
  synth_area_um2: 413
  synth_cells: 66
  synth.distinct_cells: 29
  largest_area_cell: "a21oi_1"
  yosys-top-cells-count: "a21oi_1 (8), nand2_1 (8), nor2_1 (6)"
  ys_seq_share_pct: 0
  yosysWarnings: 14
  yosys.area.top_type_share_pct: 9.70
  ys_cells: 66
  yosys-top-cells-area: "a21oi_1 (9.7%), nand2_1 (7.3%), xor2_1 (6.4%)"
floorplanning:
  die_h_um: 80
  core_area_um2: 3420
  rows: 21
  die-width_um: 80
  fp_util_pct: 12.1
  dieArea_um2: 6400
  ios: 26
global_route:
  grt_overflow_total: 0
  grt_start_max_net_pins: 11
  antenna_found_initial: 0
  grt_pass1_wl_um: 2540
  grt_pass1_vias: 538
  track_usage_pct: 4.71
drt:
  antennaDiodeCount: 0
  via_per_inst: 4.09
  via_count: 564
  ant_nets: 0
  drt_iter0_markers: 55
  drc: 0
  drt_pass1_iterations: 4
  routedWlPerCell_um: 11.9
  route.final.wire_length_um: 1640
finish:
  finish.utilization_pct: 21.4
  seq_cell_count: 0
  flop_area_um2: 0
  nClkBuffers: 0
  drive_gt1_share_pct: 7.61
  area_growth_pct: 77.0
placement:
  portBuffers: 26
  dp_hpwl_um: 1410
  dp_slack_ps: 174
  gp_congestion: 0.790
power_and_ir_drop:
  cellPowerDensity_nw_per_um2: 80.1
  p_leak_uw: 0.000253
  power_uw: 58.5
  vdd_drop_max_mv: 0.0163
hold_path:
  hold_class: "in -> out"
cts:
  hold_buffers: 0
  cts_setup_buffers: 0
  post_cts_resize_count: 0
outcome:
  status: "completed"
==> path summary, 6_finish.rpt <==
| path | start | to | slack, ps | cells past startpoint |
|---|---|---|---|---|
| worst min-delay path | OpCode[2] | ExtOp[0] | 2540 | 3 |
| worst max-delay path | OpCode[5] | MemWrite | 180 | 6 |
==> layout by cell type (no fill, tap or decap), types with 2 or more instances in the layout <==
cell type        Yosys  layout
nand3_1              3       3
xor2_1               3       3
nand2_1              8       8
nand3b_1             2       2
a21oi_1              8       8
clkdlybuf4s50_1      0      26
o21ai_0              2       2
or3_1                2       2
nor2b_1              3       3
nand2b_1             4       4
buf_4                0       2
a211oi_1             2       2
a2bb2oi_1            2       2
nor2_1               6       6
inv_1                2       2
nor3_1               4       4
==> kinds of logic (layout without fill, tap and decap cells) <==
| kind of cell | after synthesis | after routing | synth area share, % |
|---|---|---|---|
| xor gates and xnor gates | 3 | 3 | 6.36 |
| and+or+nand+nor | 38 | 38 | 53.3 |
| buffers and inverters | 4 | 30 | 5.45 |
| AOI/OAI and AO/OA | 21 | 21 | 34.9 |
==> tightest hold or removal path: cells and delay by family <==
family	cells	cell delay, ps
buf+inv	2	1000
compound gates	1	100
==> metal layers <==
| metal | vias to the layer above | global-route usage, % | share of wire (%) |
|---|---|---|---|
| met1 | 250 | 6.00 | 46 |
| met5 | - | 0 | 0 |
| li1 | 300 | - | - |
| met2 | 14 | 8.03 | 45 |
| met4 | 0 | 0 | 0 |
| met3 | 0 | 1.48 | 8.8 |
==> report_power, final <==
| group | internal [µW] | switching, µW | total [µW] |
|---|---|---|---|
| sequential | 0 | 0 | 0 |
| combinational | 32.2 | 26.4 | 58.5 |
| clock | 0 | 0 | 0 |
| total | 32.2 | 26.4 | 58.5 |
==> metrics by stage <==
| step | cell area [µm²] | hold slack [ps] | instances |
|---|---|---|---|
| after CTS | 731 | 2550 | 138 |
| after detailed placement | 731 | 2550 | 138 |
| after global routing | 731 | 2590 | 138 |
| after floorplan | 413 | 1460 | 66 |
| after global placement | 731 | 2570 | 138 |
| final | 731 | 2540 | 138 |
==> layout make-up <==
type,instances,area (µm²)
Tap cell,46,57.6
Timing Repair Buffer,28,275
Multi-Input combinational cell,62,390
Fill cell,382,2690
Inverter,2,7.51
