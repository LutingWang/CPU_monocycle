File: ./config.mk
export PLATFORM = sky130hd
export DESIGN_NAME = alu
export DESIGN_NICKNAME = alu
export VERILOG_FILES = /design/flow/design.v
export SDC_FILE = /design/flow/constraint.sdc
export NUM_CORES = 4
export LEC_CHECK = 1
export CORE_UTILIZATION = 50
File: ./constraint.sdc
current_design alu

set clk_period 17.0
set clk_io_pct 0.2

create_clock -name clk0 -period $clk_period

set non_clock_inputs [all_inputs -no_clocks]
set_input_delay [expr $clk_period * $clk_io_pct] -clock clk0 $non_clock_inputs
set_output_delay [expr $clk_period * $clk_io_pct] -clock clk0 [all_outputs]
File: ./design.v
`timescale 1ns / 1ps
module alu(
    input [31:0] A,
    input [31:0] B,
    input [2:0] ALUOp,
    output reg [31:0] C,
    output N,
    output Z,
    output reg V,
    output reg Carry
    );
	assign N = C[31];
	assign Z = ~(|C);
	reg CS;
	always @(*) begin
		case (ALUOp)
			3'b000: begin
				C = 32'b0;
			end
			3'b001: begin
				{CS, C[30:0]} = A[30:0] + B[30:0];
				{Carry, C[31]} = A[31] + B[31] + CS;
				V = CS ^ Carry;
			end
			3'b010: begin
				{CS, C[30:0]} = A[30:0] - B[30:0];
				{Carry, C[31]} = A[31] - B[31] - CS;
				V = CS ^ Carry;
			end
			3'b011: begin
				C = A & B;
			end
			3'b100: begin
				C = A | B;
			end
			3'b101: begin
				C = A ^ B;
			end
			3'b110: begin
				C = (A<B) ? 32'b1 : 32'b0;
			end
			3'b111: begin
				C = B;
			end
		endcase
	end
endmodule
File: ./run.sh
#!/bin/bash
# OpenROAD 26Q1-2900-gdf79404cd8, Yosys 0.63+post, stock flow scripts
make -C /OpenROAD-flow-scripts/flow DESIGN_CONFIG=/design/flow/config.mk WORK_HOME=/design/flow/orfs finish
==> results.txt <==
Quick summary of the implementation run below.

The total of flip-flops plus latches after synthesis came out at 2. The final cell utilization of the core came out at 61.10%. The number of gates given a new drive strength after cts is 0.

The final antenna-violating net count is 0. The number of placed I/O pins came out at 103. sky130_fd_sc_hd__ha_1 is the most common cell in the netlist. The total global-route track usage came out at 37.17%. The yosys cell count is 892. The power density over the cells is 35.77 nW/um2.

The flow reports that combinational logic draws 99.4% of the design power. The antenna diode count came out at 0. Setup total negative slack on the finished layout was measured at 0 ps.

4 endpoints have no timing constraint. The portion of total power attributed to sequential cells came out at 0.6%. The worst setup path is captured at an output port. The power share of the clock group is 0%. The flow ran to the end, and the final reports show no timing, DRC or antenna violations. The worst setup path is launched from a primary input.

The synthesis report lists the Yosys warning total as 1. The number of enable flip-flop cells is 0. The vertical die dimension is 110.8 um.

The total placed cells including tap cells is 1099. The via total after detailed routing is 7298. The worst slew margin relative to its limit came out at 41.02%.

The average detailed-routed wire length per instance is 20.72 um. The first-pass GRT wire length came out at 36.37 mm. The largest fanout on the critical path is 10.

The share of flip-flops with an asynchronous set or reset came out at 0%. The number of antenna violations at the first check in global routing was 0. The worst setup path is of the primary input to output port kind. The number of register pins that no clock reaches is 2. The signed area change from the synthesized netlist to the final layout came out at 18.49%.

Each instance of the synthesized netlist takes up on average 6.629 um2. The final worst-path cycle share is 75.73%. The maximum number of pins on one net before global-route repair is 50.

The iteration count of the initial detailed-routing pass came out at 5. The post-layout minimum cycle time is 12870 ps. In this run the cell area of the synthesized design comes to 5913 um2. Setup repair after global routing left no endpoint under its margin. The data required time reported for the critical path is 13600 ps. Counting instances, the worst hold path has a depth of 5. The maximum clock frequency is 77.68 MHz. In this run the post-CTS setup repair buffer count came out at 0. The number of failing hold endpoints at the final stage came out at 0. The design internal power is 0.1067 mW. In this run the VDD rail shows a maximum IR drop of 25.69 uV. The DRC violation count after routing came out at 0.

The tool warning count came out at 107. In this run the top signal layer used is met4. The total met3 wirelength after detailed routing is 2.590 mm.

The analysis attributes to net switching a power of 0.1439 mW. The die outline width is 110.8 um. The count of endpoints failing setup in the final report is 0. Hold is met by 7876 ps. For this block, the routed nets add up to 22.77 mm of wire. The routability congestion estimate from global placement is 1.068. The synthesized netlist has a Yosys-reported chip area of 5913 um2. The most used flip-flop cell after synthesis is sky130_fd_sc_hd__dlxtn_1. In this run the static leakage power is 3.183 nW.

At the worst endpoint, the arrival time is 9470 ps. The gate count of the mapped netlist came out at 892. The die covers 12270 um2.

The number of cells in the finished layout apart from fillers came out at 1099. The placed instances occupy a cell area of 7007 um2. The via-per-instance ratio is 6.641.

The routed metal-1 wire length is 9.768 mm. Sorting the synthesized cells by how often they occur yields 106 x sky130_fd_sc_hd__ha_1, 92 x sky130_fd_sc_hd__inv_1, 73 x sky130_fd_sc_hd__nand2_1. The count of distinct cell types in the synthesized netlist came out at 84.

In the post-synthesis netlist, the biggest area contributors are sky130_fd_sc_hd__ha_1 22%, sky130_fd_sc_hd__a21oi_1 6.1%, sky130_fd_sc_hd__inv_1 5.8%, sky130_fd_sc_hd__nand2_1 4.6%, sky130_fd_sc_hd__nor2_1 4.4%. The remaining global-route overflow came out at 0. The leading area contributor after synthesis is sky130_fd_sc_hd__ha_1. Per the log, the first TritonRoute iteration ended with a DRC count of 833. The routed length on met2 is 9.726 mm. The area of the core region came out at 11470 um2.

In the final layout, the share of cells above drive strength 1 is 4.498%. The HPWL after detailed placement came out at 17.19 mm. The site row count is 39. The number of max-slew violations in the final report is 0. In this run the worst hold path is classified as primary input to output port. The number of hold-repair buffers added at the cts stage is 0. The via count of the first global-routing pass is 6697. The initial core utilization came out at 51.57%. The top cell type by area accounts for 22.43% of the synthesized area.

The count of buffers from port buffering is 103. The finished layout cell area is 7007 um2. The share of total power consumed by net switching came out at 57.42%. The max-capacitance violation count came out at 0. The pin closest to its max-slew limit shows a slew of 881.5 ps.
[per-stage QoR]
step | setup slack, ps | power, mW
CTS | 4153 | 0.2441
floorplan | 5866 | 0.1478
global route | 3613 | 0.2716
detailed placement | 4152 | 0.2425
finish | 4126 | 0.2506
global placement | 4365 | 0.2415
[state kept, by name, summed over array words and instances, names as in the netlist]
| signal | flops |
|---|---|
| V | 1 |
| Carry | 1 |
[placed cells by master (no fill, tap or decap), types with 10 or more instances in the layout]
cell                              synthesis  layout
sky130_fd_sc_hd__a21o_1                  16      16
sky130_fd_sc_hd__o21ai_1                 16      16
sky130_fd_sc_hd__clkdlybuf4s50_1          0     102
sky130_fd_sc_hd__a211oi_1                14      14
sky130_fd_sc_hd__a22o_1                  12      12
sky130_fd_sc_hd__o21ai_0                 47      47
sky130_fd_sc_hd__nand4_1                 11      11
sky130_fd_sc_hd__a31oi_1                 11      11
sky130_fd_sc_hd__nand2_1                 73      73
sky130_fd_sc_hd__inv_1                   92      92
sky130_fd_sc_hd__ha_1                   106     106
sky130_fd_sc_hd__nand3_1                 26      26
sky130_fd_sc_hd__xnor2_1                 10      10
sky130_fd_sc_hd__a21oi_1                 72      72
sky130_fd_sc_hd__mux2i_1                 19      19
sky130_fd_sc_hd__o211ai_1                13      13
sky130_fd_sc_hd__nor3_1                  28      27
sky130_fd_sc_hd__nor2_1                  70      70
sky130_fd_sc_hd__a221oi_1                12      12
sky130_fd_sc_hd__a22oi_1                 18      18
sky130_fd_sc_hd__buf_4                    1      14
sky130_fd_sc_hd__o21bai_1                10      10
[kinds of logic after synthesis]
group	share of synthesized area [%]
AOI/OAI and AO/OA	39.12
and+or+nand+nor	21.39
buffers and inverters	10.16
adders and majority gates	23.78
muxes	3.407
xor gates and xnor gates	1.629
latches	0.5078
[critical path, stage by stage]
cell and delay, ps:
sky130_fd_sc_hd__clkdlybuf4s50_1 520, sky130_fd_sc_hd__inv_1 60, sky130_fd_sc_hd__ha_1 420, sky130_fd_sc_hd__or4_4 600, sky130_fd_sc_hd__or3_4 360, sky130_fd_sc_hd__o21ai_2 160, sky130_fd_sc_hd__a211oi_1 70, sky130_fd_sc_hd__buf_4 180
sky130_fd_sc_hd__nor3_1 170, sky130_fd_sc_hd__o22ai_1 190, sky130_fd_sc_hd__o21ai_1 170, sky130_fd_sc_hd__a21o_1 190, sky130_fd_sc_hd__fa_1 410, sky130_fd_sc_hd__mux2_2 270, sky130_fd_sc_hd__a221oi_1 270, sky130_fd_sc_hd__nor2_1 130
sky130_fd_sc_hd__or4_1 520, sky130_fd_sc_hd__nor3_1 170, sky130_fd_sc_hd__nand4bb_1 140, sky130_fd_sc_hd__nor4_1 190, sky130_fd_sc_hd__nand4bb_1 160, sky130_fd_sc_hd__nor4b_2 240, sky130_fd_sc_hd__clkdlybuf4s50_1 500
[final timing paths]
kind | start | to | slack (ps)
hold / removal | ALUOp[2] | C[1] | 7880
setup / recovery | A[10] | Z | 4130
[cell type report]
class                   count  area, um2
inverters                 101      379.1
repair buffers            117       1131
multi-input cells         736       5288
flip-flops and latches      2      30.03
well taps                 143      178.9
fillers                  1042       4461
[power groups by stage]
stage | Combinational [mW] | Clock (mW) | Sequential (mW)
4_1_cts | 0.243 | 0 | 0.00133
5_1_grt | 0.270 | 0 | 0.00139
6_report | 0.249 | 0 | 0.00139
[metal layers]
| layer | global-route usage, % | up-vias |
|---|---|---|
| li1 | - | 3409 |
| met1 | 53.44 | 3372 |
| met2 | 57.06 | 455 |
| met3 | 7.358 | 62 |
| met4 | 8.978 | 0 |
| met5 | 0 | - |
Power is estimated from default activity; no workload was simulated.
