## design.v

```verilog
`timescale 1ns / 1ps
module grf(
    input [4:0] A1,
    input [4:0] A2,
    input [4:0] A3,
    input [31:0] Wd,
    input We,
    input Clk,
    input Reset,
    output [31:0] Rd1,
    output [31:0] Rd2
    );
	reg [31:0] generalRegister[31:0];
	integer i;
	initial begin
		for(i=0; i<32; i=i+1) begin
			generalRegister[i] = 0;
		end
	end
	assign Rd1 = generalRegister[A1];
	assign Rd2 = generalRegister[A2];
	always @(posedge Clk) begin
		if (Reset) begin
			for(i=0; i<32; i=i+1) begin
				generalRegister[i] = 0;
			end
		end else begin
			if (We == 1 && A3 != 0) begin
				generalRegister[A3] = Wd;
			end
		end
	end
endmodule
```

## run.sh

```bash
#!/bin/bash
# OpenROAD 26Q1-2900-gdf79404cd8, Yosys 0.63+post, stock flow scripts
make -C /OpenROAD-flow-scripts/flow DESIGN_CONFIG=/design/flow/config.mk WORK_HOME=/design/flow/orfs finish
```

## config.mk

```make
export PLATFORM = sky130hd
export DESIGN_NAME = grf
export DESIGN_NICKNAME = grf
export VERILOG_FILES = /design/flow/design.v
export SDC_FILE = /design/flow/constraint.sdc
export NUM_CORES = 4
export LEC_CHECK = 1
export CORE_UTILIZATION = 40
```

## constraint.sdc

```tcl
current_design grf

set clk_period 26.3
set clk_io_pct 0.2

create_clock -name clk0 -period $clk_period [get_ports {Clk}]

set non_clock_inputs [all_inputs -no_clocks]
set_input_delay [expr $clk_period * $clk_io_pct] -clock clk0 $non_clock_inputs
set_output_delay [expr $clk_period * $clk_io_pct] -clock clk0 [all_outputs]
```

==> results.txt <==
Results of the flow run.

After the first detailed-routing iteration, the DRC count stood at about 2600. The fraction of final layout cells with drive strength greater than 1 stands at ~8.2%. The summed area of non-filler cells in the final layout stands at just over 60000 um2.

Hold repair after CTS inserted 0 buffers. The tightest hold margin stands at 5.13 ns. After synthesis, the mean cell area works out to 12.1 um2. Before any placement, the netlist area is recorded as around 56000 um2. Warnings raised by the tools during the run amount to 26. The registers of the reported paths see a clock transition of 0.06 ns. For reference, the critical path is captured by Rd2[31]. The count of boundary I/O pins stands at about 110. The final max-slew violation count recorded for this run is 0. Sorting the synthesized cells by area gives the leading types as sky130_fd_sc_hd__edfxtp_1 55%, sky130_fd_sc_hd__mux2i_1 18%, sky130_fd_sc_hd__and2_1 11%. The total area inside the core boundary comes to around 140000 um2. STA classifies the critical path endpoint as an output port. The number of iterations in the first detailed-routing pass stands at 6.

The final critical delay including setup and external delays stands at 14.69 ns. The cell count listed in synth_stat.txt stands at roughly 4600. The total via count in the routed design stands at between 30000 and 40000.

The synthesis report gives the async set-or-reset register share as 0%. The via count of the first global-routing pass is roughly 38000. Counting instances in the post-synthesis netlist gives the leading cell types as 1024 x sky130_fd_sc_hd__edfxtp_1, 1024 x sky130_fd_sc_hd__mux2i_1, 994 x sky130_fd_sc_hd__and2_1.

The aggregate global-route resource usage stands at between 20% and 30%. The total power density per cell area stands at around 64 nW/um2. The run finished with clean final reports. Per the layout report, the design carries approximately 12000 filler cells. Before CTS, the worst setup slack after placement is ~12 ns. The synthesized design spends more area on one cell type than any other, namely sky130_fd_sc_hd__edfxtp_1.

The minimum setup slack in the final design stands at 11.61 ns. TritonRoute reported its final design rule violation total as 0. The floorplan die area stands at 141000 um2.

Note that the worst hold path type here is in -> reg. The register with the most flip-flops in the layout has between 1000 and 1500 of them. The count of distinct cell types in the synthesized netlist stands at 28. Routability-driven placement finished with a final weighted congestion of roughly 0.9.

The chip area in the Yosys report stands at about 56000 um2. The detailed placement HPWL stands at ~110000 um. Checking max transition, the worst relative margin is between 20% and 30%.

The worst endpoint data arrival time stands at approximately 9.4 ns. The worst voltage drop across the vdd grid stands at ~49 uV. The final core area utilization stands at between 40 and 50%.

Relative to the synthesized area, the layout overhead comes to 11.4%. The number of synthesized register bits stands at about 1000. The number of I/O port buffers stands at ~110. Per the repair_timing log after CTS, setup buffers inserted total 0. Clock tree synthesis selected as its root buffer the cell sky130_fd_sc_hd__clkbuf_16. Buffers inserted during clock tree synthesis total 112. Recorded from the global router log, the overflow total was 0. The post-synthesis cell count stands at roughly 4600. Measured along the x axis, the die boundary spans between 300 and 400 um. For reference, the final report shows the hold violation count at 0. The number of setup violations in the final report stands at 0.

The leakage power in the latest report is between 20 and 25 nW. TritonCTS built the clock tree. The number of enable flip-flop cells stands at between 1000 and 1500. The count of cells resized by post-cts repair stands at 0. The largest net degree at the start of global routing stands at approximately 99. In this run the remaining antenna-violating nets after routing total 0.

The share of the clock period used by the worst path after layout stands at 55.8%. The routed length per instance stands at 29.7 um. STA classifies the critical path startpoint as an input port.

The first global-routing pass estimated 274000 um of wire. The via count normalized by instance count stands at around 5.8. According to the timing report, the critical path is launched from A2[2]. Looking at the clock tree report, the H-tree level count equals 3.

The worst endpoint required time stands at between 20 and 25 ns. The wire length after detailed routing stands at 194000 um. The sequential fraction of the synthesis area stands at a little under three fifths. Derived from the worst setup path, the maximum achievable clock frequency is 68.1 MHz. The die extent in y stands at 376 um. The initial utilization of the core area, before any placement, comes to 40.5%. Setup repair after global routing left no endpoint under its margin. Per the run summary, max-cap violations total 0.

The number of antenna violations at the first check in global routing stands at 5. The area of combinational cells with multiple inputs stands at about 23000 um2. Of the post-synthesis cell area, the dominant cell type holds 55.0%. For the pin with the worst max-slew slack, the measured transition is approximately 1.1 ns. The flip-flop and latch area stands at ~30000 um2. The critical path in this run is classified as in -> out. The count of yosys warnings during synthesis stands at 1. The clock sink total stands at 1024.

The maximum fanout encountered on the critical timing path stands at 39. Summing all placed instances gives a cell area of slightly below 60000 um2. The setup total negative slack stands at 0 ns. Among all flip-flop cells after synthesis, the most frequent one is sky130_fd_sc_hd__edfxtp_1. The clock passes through at most 3 buffers. The floorplan has roughly 140 rows.
-- where the power goes --
part	total, mW	internal, mW	switching [mW]
clock network	1.57	0.900	0.667
logic	0.470	0.169	0.300
registers	1.93	1.89	0.0423
-- metal layers --
metal / wire length, um / track usage, % / vias up
met3: 28000 / 17.2 / 435
li1: - / - / 16800
met1: 71800 / 37.8 / 18400
met4: 9230 / 11.0 / 8
met5: 156 / 1.03 / -
met2: 84700 / 41.3 / 2228
-- how the worst min path moves through the flow --
| stage | slack [ns] | startpoint | endpoint | depth (start not counted) |
|---|---|---|---|---|
| 4_1_cts | 5.07 | Reset | generalRegister[0][29] | 2 |
| 5_1_grt | 5.12 | Reset | generalRegister[0][9] | 2 |
| 6_report | 5.13 | Reset | generalRegister[0][29] | 2 |
-- worst max-delay path, cell delays in order --
cell and delay (ns):
sky130_fd_sc_hd__clkdlybuf4s50_1 0.66, sky130_fd_sc_hd__nor2b_4 0.77, sky130_fd_sc_hd__buf_4 0.62, sky130_fd_sc_hd__buf_4 0.70
sky130_fd_sc_hd__a22o_1 0.24, sky130_fd_sc_hd__nor3_1 0.06, sky130_fd_sc_hd__a31oi_1 0.31, sky130_fd_sc_hd__nand3_1 0.28
sky130_fd_sc_hd__clkdlybuf4s50_1 0.50
-- cells in the final DEF (no fill, tap or decap), drive strengths merged, types with 10 or more instances in the layout --
| master | Yosys | layout |
|---|---|---|
| nand2 | 196 | 196 |
| nand3 | 194 | 194 |
| and2 | 994 | 994 |
| bufinv | 0 | 10 |
| a21oi | 192 | 192 |
| nor3 | 64 | 64 |
| nor2 | 35 | 35 |
| clkinv | 0 | 37 |
| a22oi | 192 | 192 |
| a22o | 128 | 128 |
| mux2i | 1024 | 1024 |
| edfxtp | 1024 | 1024 |
| clkdlybuf4s50 | 0 | 110 |
| or2 | 33 | 33 |
| clkbuf | 217 | 154 |
| conb | 1 | 32 |
| buf | 229 | 158 |
| a31oi | 64 | 64 |
-- logic make-up after synthesis --
family	synth area share [%]
AND-OR/OR-AND	7.02
buffers and inverters	3.91
flip-flops	55.0
multiplexers	18.3
other	0.00671
AND/OR/NAND/NOR	15.7
-- layout make-up --
cell class,instances,area share [%]
diodes,5,0.0201
clock buffers,154,4.86
clock inverters,56,0.900
multi-input cells,3166,37.4
flip-flops and latches,1024,49.4
well taps,1863,3.74
repair buffers,268,3.71
-- metrics by stage --
step / power [mW] / instances
6_report: 3.96 / 6536
5_1_grt: 4.08 / 6531
4_1_cts: 3.98 / 6531
3_5_place_dp: 2.42 / 6321
3_3_place_gp: 2.42 / 6321
2_1_floorplan: 2.23 / 4636
No activity file was given, so power comes from the tool's default toggle rates.
